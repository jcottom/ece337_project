==> ./config.mk <==
export PLATFORM = sky130hd
export DESIGN_NAME = sram_controller
export DESIGN_NICKNAME = sram_controller
export VERILOG_FILES = /design/flow/design.v
export SDC_FILE = /design/flow/constraint.sdc
export NUM_CORES = 4
export LEC_CHECK = 1
export CORE_AREA = 10 10 70 70
export DIE_AREA = 0 0 80 80
==> ./run.sh <==
#!/bin/bash
# OpenROAD 26Q1-2900-gdf79404cd8, Yosys 0.63+post, stock flow scripts
make -C /OpenROAD-flow-scripts/flow DESIGN_CONFIG=/design/flow/config.mk WORK_HOME=/design/flow/orfs finish
==> ./design.v <==
module sram_controller
(
	input wire clk,
	input wire n_rst,
	input wire start_detecting,
	input wire request_coef,
	input wire done_processing,	
	input wire sram_done,
	output reg image_weights_loaded,
	output reg n_coef_image,
	output reg start_sram
);
typedef enum bit [2:0] {START_IDLE, LOAD_IMAGE, WAIT_IMAGE, DONE_IMAGE, COEF_IDLE, LOAD_COEF, WAIT_COEF, COEF_DONE} all_states;
all_states state;
all_states nxt_state;
always_ff @ (posedge clk, negedge n_rst)
begin
	if(n_rst == 1'b0) begin
		state <= START_IDLE;
	end
	else begin
		state <= nxt_state;
	end
end
always_comb begin
	image_weights_loaded = 0;
	n_coef_image = 0;
	start_sram = 0;
	nxt_state = state;	
	case(state)
		START_IDLE: begin
    			if(start_detecting == 1)
				nxt_state = LOAD_IMAGE;
		end
		LOAD_IMAGE: begin
			nxt_state = WAIT_IMAGE;
			n_coef_image = 1;   
			start_sram = 1;
		end
		WAIT_IMAGE: begin
			if(sram_done == 1) 
				nxt_state = DONE_IMAGE;
			n_coef_image = 1;   
		end
		DONE_IMAGE: begin
			nxt_state = COEF_IDLE;
			image_weights_loaded = 1;
			n_coef_image = 0;
		end
		COEF_IDLE: begin
			if(request_coef == 1)
				nxt_state = LOAD_COEF;
			else if(done_processing == 1)
				nxt_state = START_IDLE;	
		end
		LOAD_COEF: begin 
			nxt_state = WAIT_COEF;
			start_sram = 1;
			n_coef_image = 0;
		end
		WAIT_COEF: begin
			if(sram_done == 1)
				nxt_state = COEF_DONE;
		end
		COEF_DONE: begin
			nxt_state = COEF_IDLE;
			image_weights_loaded = 1;
		end
	endcase
end
endmodule
==> ./constraint.sdc <==
current_design sram_controller

set clk_period 1.9
set clk_io_pct 0.2

create_clock -name clk0 -period $clk_period [get_ports {clk}]

set non_clock_inputs [all_inputs -no_clocks]
set_input_delay [expr $clk_period * $clk_io_pct] -clock clk0 $non_clock_inputs
set_output_delay [expr $clk_period * $clk_io_pct] -clock clk0 [all_outputs]
==> summary.txt <==
Results of the implementation run.

The ratio of cells with drive above 1 in the final layout came out at 0.297. The worst hold slack is 0.388 ns. TritonCTS built the clock tree. The number of flip-flops in the largest register came out at 8. Per the detail_route report, routed wire per instance is 7.58 um.

The die span in x came out at 80 um. After its last routability iteration, the placer logged a weighted congestion of about 0.76. The post-synthesis register bit count is 8. The detailed-route via count is between 200 and 250.

Looking at the reg2reg group, the worst path starts from state[6]. The via density per instance came out at 2.61. The number of maximum-capacitance constraint violations came out at 0.

The netlist area before placement is around 300 um2. The highest-delay cell along the critical path is or3_4. Counting every sink on the clock net gives 8. Warnings reported by Yosys during synthesis add up to 1. Buffers placed on the I/O ports in this run total 8.

The setup TNS after final layout came out at 0 ns. The cell count after synthesis is 24. The unique cell type count in the Yosys netlist is 13. The root buffer cell is clkbuf_4. The report lists the number of standard-cell rows as 21. For this run, the register share of the synthesized area comes to 0.668. The hold violation total from the final report came out at 0. The DRC violation count after routing came out at 0. In the final layout, the registers with the most flip-flops are state (8). The power density over cell area came out at ~920 nW/um2.

The number of buffers inserted during clock tree synthesis is 3. The time the worst path needs with I/O delays and setup is ~1.7 ns. The data arrival time of the critical path is about 1.4 ns. The reg-to-reg setup timing slack came out at 0.84 ns. The height of the chip came out at approximately 80 um. Prior to clock tree synthesis, the placed netlist has a worst setup slack of 0.0284 ns.

The critical path class is reg2out. The total congestion overflow after global routing came out at 0. The kind of start point of the critical path is a register. Of the available clock period, the critical path in the final layout requires 0.916. The utilization of the core after routing is 0.144. The total routing usage reported by global routing is 0.0228. The cell sequence reported for the critical path is or3_4 > nor3_4 > dlygate4sd2_1. The leakage dissipation came out at 0.225 nW. The number of diodes added for antenna fixing came out at 0. The final max-slew violation count is 0. Looking at the VDD voltage map, the peak drop is 0.219 mV. Per the OpenROAD floorplan log, the area of the die is 6400 um2. Setup repair after global routing left no endpoint under its margin. The clock-pin transition on the worst setup and hold timing paths came out at 0.06 ns. The worst slew margin relative to its limit is 0.775.

The delay of the slowest cell on the worst path is 0.40 ns. The report shows a maximum critical-path fanout of 3. The core box area came out at 3420 um2.

The first routing iteration left 5 violations. The maximum number of pins on one net before global-route repair is 9. The maximum count of clock buffers along a single path came out at 2. The timing report attributes the biggest portion of critical-path delay to simple AND/OR/NAND/NOR gates. The maximum clock rate is 0.575 GHz.

The count of antenna-violating nets left after detailed routing came out at 0. The critical path in the final layout is reported with a setup slack of about 0.16 ns. The post-synthesis cell count from yosys came out at 24. The run finished with clean final reports. The count of buffer and inverter cells on the critical path came out at 1. Checking hold timing, the worst path is listed with class in2async.

The number of global-route vias before repair came out at 227. The synthesis report lists the most area-consuming cells as dfrtp_1, dfstp_2, and2_1. The depth of the CTS H-tree came out at 1. The measured slew at the worst slew-check pin is about 0.34 ns. The first-pass GRT wire length is 1070 um. Ranked by flip-flop count, first place goes to state. The required time at the endpoint of the critical path is 1.52 ns. The biggest area contributor in the post-synthesis netlist is dfrtp_1.

The number of I/O pins is 9. The count of fill cells added during filler insertion is 385. The relative area change from synthesis to final layout came out at 63.1%. The worst clock skew is between 0.01 and 0.015 ns. The initial antenna violation count is 0.

The wire length after detailed routing is between 600 and 700 um. The floorplan core density came out at 0.0883. The insertion delay of the later-clocked pin in the worst-skew pair is 0.26 ns. The total number of warnings across the stage logs is 25. The area fraction of the largest cell type after synthesis is 0.581.

The worst-case reg-to-reg path depth is 2. The worst setup path is captured at a primary output. The length of the first detailed-routing pass in iterations is 2.

Once detailed placement completed, the half-perimeter wirelength came to about 520 um. Yosys reports a chip area of 302 um2. Each instance of the synthesized netlist takes up on average around 13 um2. The end of the worst register-to-register path is state[1]. The setup-violating endpoint count in the final report came out at 0.

The cell depth of the worst setup path is 3.
[placed cells by master, fill, tap and decap left out]
cell type / count
or2_2: 1
and2_2: 1
and2_1: 3
inv_1: 2
nor3b_1: 1
clkbuf_4: 3
or3_4: 1
dfstp_2: 1
o21ai_0: 1
clkbuf_1: 1
buf_4: 1
dfrtp_1: 7
nor3_2: 1
nor3_4: 1
dlygate4sd2_1: 2
clkdlybuf4s50_1: 6
or2_4: 1
a21o_1: 2
nand3b_1: 1
[per-layer routing]
layer,global-route usage,wire [um],share of wire,up-vias
met3,0.0330,191,0.30,0
met4,0.00352,0,0,0
met5,0,0,0,-
met1,0.0276,244,0.39,99
li1,-,-,-,105
met2,0.0209,193,0.31,13
[cells by family (layout without fill, tap and decap cells)]
kind of cell / Yosys count / count (layout) / share of synthesized area
and+or+nand+nor: 11 / 11 / 0.241
DFF: 8 / 8 / 0.668
buffers and inverters: 2 / 15 / 0.0249
AOI/OAI and AO/OA: 3 / 3 / 0.0664
[report_power, final]
group / switching [W] / internal [W] / total (W)
Sequential: 0.0000104 / 0.000189 / 0.000199
Clock: 0.0000561 / 0.0000802 / 0.000136
Combinational: 0.0000393 / 0.0000784 / 0.000118
Total: 0.000106 / 0.000348 / 0.000453
[cell usage after synthesis]
cell and instances:
a21o_1 2, dfrtp_1 7, and2_1 3, or2_4 1, and2_2 1, nand3b_1 1
nor3_1 2, or3_1 1, dfstp_2 1, nor3b_1 1, inv_1 2, o21ai_0 1
or2_2 1
[area by class of cell]
class	instances	area, um2	share of cell area
Multi-Input combinational cell	14	114	0.232
Timing Repair Buffer	9	85.1	0.173
Inverter	2	7.51	0.0153
Clock buffer	4	26.3	0.0534
Sequential cell	8	201	0.410
Tap cell	46	57.6	0.117
[through the flow]
step	area [um2]	power (W)	std cells
floorplan	302	0.000231	24
finish	492	0.000453	83
CTS	492	0.000463	83
global placement	439	0.000301	78
detailed placement	439	0.000308	78
global route	492	0.000488	83
[how the worst max path moves through the flow]
stage	endpoint	from	slack [ns]
4_1_cts	n_coef_image	state[0]	0.14
5_1_grt	n_coef_image	state[0]	0.09
6_report	n_coef_image	state[0]	0.16
[repair_timing]
item / CTS / global route
resized: 6 / 0
hold buffers: 0 / 0
buffers inserted: 1 / 0
setup endpoints to repair: 2 / 0
No activity file was given, so power comes from the tool's default toggle rates.
